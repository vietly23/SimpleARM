<file path="/design/flow/config.mk">
export PLATFORM = sky130hd
export DESIGN_NAME = shifter
export DESIGN_NICKNAME = shifter
export VERILOG_FILES = /design/flow/design.v
export SDC_FILE = /design/flow/constraint.sdc
export NUM_CORES = 4
export LEC_CHECK = 1
export CORE_UTILIZATION = 50
</file>
<file path="/design/flow/constraint.sdc">
current_design shifter

set clk_period 6.1
set clk_io_pct 0.2

create_clock -name clk0 -period $clk_period

set non_clock_inputs [all_inputs -no_clocks]
set_input_delay [expr $clk_period * $clk_io_pct] -clock clk0 $non_clock_inputs
set_output_delay [expr $clk_period * $clk_io_pct] -clock clk0 [all_outputs]
</file>
<file path="/design/flow/design.v">
module shifter (input logic[31:0] a,
		input logic[2:0] opcode,
		input logic carryIn,
		input logic[4:0] shift,
		output logic[31:0] a_out,
		output logic carryOut);
always @* begin
carryOut = carryIn;  
case(opcode)
	3'h0: a_out = a << shift;
	3'h1: begin
			if (shift == 5'b00000) a_out = 32'h00000000;
			else a_out = a >> shift;
		  end
	3'h3: a_out = (a >> shift) | (a << (32-shift));
	3'h2: begin
		if (shift == 5'b00000) a_out = 32'h00000000;
		else
		begin
			if (a[31]) 
				a_out = (a >> shift) | (32'hFFFFFFFF << ~shift);
			else 
				a_out = a >> shift;
		end
	end
	3'h4: begin
		a_out[31] = carryIn;
		a_out[30:0] = a[31:1];
		carryOut = a[0];
	end
	default a_out = a;
endcase
end
endmodule
</file>
<file path="/design/flow/run.sh">
#!/bin/bash
# OpenROAD 26Q1-2900-gdf79404cd8, Yosys 0.63+post, stock flow scripts
make -C /OpenROAD-flow-scripts/flow DESIGN_CONFIG=/design/flow/config.mk WORK_HOME=/design/flow/orfs finish
</file>
==> impl_metrics.ini <==
; synthesis and place-and-route metrics
[outcome]
status = complete, no violations

[routing]
drtIter0Drc = 1420
drcViolationCount = 0
dr_total_vias = 8921
wl_per_cell_um = 33.4
viasPerCell = 7.99
antenna_left = 0
first_pass_iters = 6
drt-total-wl_um = 37300

[synth]
ys_cells = 920
ys.warnings.count = 1
syn_area_per_cell_um2 = 7.62
synth_cells = 920
ys_chip_area_um2 = 7010
area_leaders = mux4_2, mux2i_1, mux2_2, nor2_1, o21ai_0
top_area_cell = mux4_2
syn_area_um2 = 7010
synth_cell_types = 84
synth_seq_share_pct = 0
netlist.area_leader.share_pct = 18.6

[critical_path]
critPathSlowestCell = nor4_4
worst_setup_path_end_kind = output port
path_class = primary input to output port
start_kind = primary input
crit_path_start = shift[1]
worstPathCellList = buf_4, buf_4, nor4_4, or2_1, buf_4, nand2_1, o211ai_1, nand2_1, a41oi_1, clkdlybuf4s50_1
cp.required_ns = 4.88
endpoint = a_out[10]
cp.arrival_ns = 4.65
cpMostUsedCell = buf_4
crit_path_max_incr_delay_ns = 0.63
cp_max_fo = 43

[place]
place_congestion = 1.16
port_buffers = 74
hpwl_um = 27600

[sta]
max_freq_mhz = 170
setup_violations = 0
setup_tns_ns = 0
drv_slew = 0
final.min_clock_period_ns = 5.87
relSlewSlack_pct = 33.9
period_used_pct = 96.2
tightest_slew_ns = 0.992
rsz0062_at_grt = no
hold_violations = 0

[pwr]
p_leak_nw = 2.88
p_sw_share_pct = 58.2
vdd_drop_max_mv = 0.0848
internal-power_mw = 0.351
p_sw_mw = 0.488
power_density_nw_per_um2 = 106
finalPower_mw = 0.838

[floorplanning]
dieArea_um2 = 14500
ios = 74
rows = 42
fp-utilization_pct = 52.1
dieHeight_um = 120
die-width_um = 120
core_um2 = 13500

[flow_run]
warning_count = 32
maxCapViolCount = 0

[worst_hold_path]
hp-class = primary input to output port
hold_start = shift[3]

[global_route]
antenna_found_initial = 0
grt_overflow = 0
grt_max_degree = 83
grt_pass1_wl_um = 54600
grtUsageTotal_pct = 53.3
first_global_vias = 8473

[finish]
regArea_um2 = 0
seq_cell_count = 0
synthToLayoutAreaGrowth_pct = 12.9
clkbuf_count = 0
drive_above_1_share_pct = 24.5
==> what timing repair did <==
item,4_1_cts,5_1_grt
setup endpoints to repair,0,1
hold buffers,0,0
gates resized,0,1
setup buffers,0,0
==> cells in the mapped netlist, types with 10 or more instances <==
cell type  number
mux4_2         58
o22ai_1        15
nand3_1        17
o22a_1         12
nand2_1        62
a31oi_1        18
buf_4          14
o221ai_1       11
nor2_1        119
a21oi_1        40
o211ai_1       14
o21ai_0        57
o32a_1         10
a22oi_1        10
mux2_2         71
mux2i_1        94
clkbuf_1       67
buf_2          30
nor3_1         28
or2_2          10
==> cell families (layout without fill, tap and decap cells) <==
group,after synthesis,count (layout),synth area share (%)
and+or+nand+nor,288,288,19.3
AOI/OAI and AO/OA,268,268,26.8
muxes,223,223,43.5
other,0,1,0
buffers and inverters,133,153,9.05
adders and majority gates,4,4,0.642
xor gates and xnor gates,4,4,0.714
==> final cells by class <==
cell class	instances	area, um^2
fillers	1223	5540
well taps	176	220
multi-input cells	787	6390
repair buffers	141	1260
diodes	1	2.50
inverters	12	45.0
==> cell usage in the layout (no fill, tap or decap), types with 8 or more instances in the layout <==
master and instances:
a21oi_1 40, or2_2 10, o211ai_1 14, o21ai_0 57, mux4_2 58, nand3_1 17
buf_4 68, nand2_1 62, clkdlybuf4s50_1 70, a22oi_1 10, a31oi_1 18, or3_1 9
o22a_1 12, o221ai_1 11, nor2_1 119, nor3_1 28, mux2i_1 94, inv_1 8
a221oi_1 9, o22ai_1 15, mux2_2 71, o32a_1 10
==> worst min-delay path by stage <==
stage	to	cells after the start	slack, ns
CTS	a_out[8]	6	3.48
global route	a_out[8]	6	3.52
finish	a_out[8]	6	3.50
==> power groups by stage <==
stage	clock [mW]	combinational [mW]	sequential [mW]
after global routing	0	0.866	0
after CTS	0	0.795	0
==> critical path, delay by kind of cell <==
family | cells | cell delay (ns)
simple gates | 4 | 1.47
compound gates | 2 | 0.73
buf+inv | 4 | 1.23
==> metal layers <==
layer	GRT usage (%)	wire, um
met1	68.2	13000
met2	72.4	14800
met3	27.8	6680
met4	29.6	2840
met5	0	0
==> stage by stage <==
stage          hold WS, ns  setup WS [ns]  utilization (%)  instances  cell area (um^2)
5_1_grt               3.52          0.147             58.8       1116              7910
3_3_place_gp          3.47          0.287             58.8       1116              7910
6_report              3.50          0.230             58.8       1117              7910
2_1_floorplan         2.54          0.840                -        920              7010
4_1_cts               3.48          0.265             58.8       1116              7910
3_5_place_dp          3.48          0.271             58.8       1116              7910
Power and IR drop assume default switching activity.
