==> flow/config.mk <==
export PLATFORM = sky130hd
export DESIGN_NAME = regfile
export DESIGN_NICKNAME = regfile
export VERILOG_FILES = /design/flow/design.v
export SDC_FILE = /design/flow/constraint.sdc
export NUM_CORES = 4
export LEC_CHECK = 1
export CORE_UTILIZATION = 30
==> flow/constraint.sdc <==
current_design regfile

set clk_period 5.7
set clk_io_pct 0.2

create_clock -name clk0 -period $clk_period [get_ports {clk}]

set non_clock_inputs [all_inputs -no_clocks]
set_input_delay [expr $clk_period * $clk_io_pct] -clock clk0 $non_clock_inputs
set_output_delay [expr $clk_period * $clk_io_pct] -clock clk0 [all_outputs]
==> flow/design.v <==
module regfile(input logic clk, 
		input logic we3, 
		input logic [3:0] ra1, ra2,
		input logic[3:0] ra3,
		input logic [3:0] wa3, 
		input logic [31:0] wd3, r15, 
		output logic [31:0] rd1, rd2, rd3);
	logic [31:0] rf[14:0];
	always_ff @(posedge clk) 
		if (we3) rf[wa3] <= wd3;
	assign rd1 = (ra1 == 4'b1111) ? r15 : rf[ra1]; 
	assign rd2 = (ra2 == 4'b1111) ? r15 : rf[ra2]; 
	assign rd3 = (ra3 == 4'b1111) ? r15 : rf[ra3]; 
endmodule
==> flow/run.sh <==
#!/bin/bash
# OpenROAD 26Q1-2900-gdf79404cd8, Yosys 0.63+post, stock flow scripts
make -C /OpenROAD-flow-scripts/flow DESIGN_CONFIG=/design/flow/config.mk WORK_HOME=/design/flow/orfs finish
==> Table 3: Implementation characteristics <==
Table: implementation figures

Parameter                              Value

Status
  Outcome    finished, final reports clean

Clocking
  Post-cts resize count    0
  H-tree Lvls    2
  Setup Buffers After CTS    0
  CTS Hold Buffers Added    0
  Register clock-pin slew on the reported worst setup and hold paths    0.06 ns
  Number of buffers added by the clock tree synthesis step    49
  Longest Clk Path Bufs    3
  CTS tree    done
  Clock root buffer    sky130_fd_sc_hd__clkbuf_16
  Total clock sinks    480

Placed design
  Port Buffers    177
  Half-perimeter wire length after detailed placement    54700 um
  Weighted congestion reported at the end of routability-driven placement    0.888
  Placed cell count    2924

Finish
  Post-Layout Cell Count    3012
  Max FFs per register    480
  Biggest register    rf
  Area added between synthesis and finish    17.3%
  Most used logic cell in the final layout    sky130_fd_sc_hd__edfxtp_1
  Share of final-layout standard cells stronger than drive strength 1    29.1%
  Fill cell instance count of the final layout    8042
  Regs by FF count    rf: 480 flops
  Commonest cells after routing, fill and taps aside    sky130_fd_sc_hd__edfxtp_1 (480), sky130_fd_sc_hd__mux4_2 (257), sky130_fd_sc_hd__clkdlybuf4s50_1 (165)

Setup path
  Endpoint class of the critical path    output port
  Type of the worst setup path    input port to output port
  Required @ worst endpoint    4.56 ns
  CP max FO    27
  Data arrival, critical path    3.85 ns
  Sort of element at the start of the critical path    input port
  End point of the critical path    rd2[10]
  Launching instance or port of the critical path    ra2[1]

GRT
  Antenna violations before repair    6
  Largest net degree at the start of global routing    72
  GR Layer Usage met1    22.8%
  Met3 Usage GRT    14.5%
  Highest-utilization routing layer at the global route stage    met2
  Via count of the first global-routing pass    19400
  Remaining Overflow, GRT    0
  GR Layer Usage met2    32.2%
  GR Util All Layers    20.8%
  Wire length of the first global-routing pass    128000 um

Timing
  Total Neg Setup Slack    0 ns
  Final Hold Viols    0
  Crit path time final    4.99 ns
  RSZ-0062 raised after global routing    false
  Setup violations, final    0
  Final number of max-transition violations    0
  Final cycle utilization of the critical path    87.5%
  Slew of the pin with the lowest slew margin    0.960 ns
  Max Fclk    0.201 GHz
  Final-layout worst hold slack    1.43 ns
  Normalized max-slew margin    35.8%

Yosys
  Total cell area reported by yosys after synthesis    0.0269 sq mm
  Post-synth tally of flip-flops with integrated enable    480
  Yosys cell count    1676
  Total of warnings raised by yosys    1
  Seq share, synth    53.7%
  Count of different cell masters after synthesis    39
  Per-instance average area after synthesis    16.0 sq um
  Cell area after synthesis    0.0269 sq mm
  Number of cells produced by synthesis    1676
  Proportion of synthesized flip-flops having asynchronous set or reset    0%
  Dominant synthesized flop cell    sky130_fd_sc_hd__edfxtp_1
  Registers, synthesis    480

Detailed routing
  Initial detailed-routing violation count    966
  Detailed-router iteration count before antenna repair    23
  Via Count    17600
  Average vias per placed instance    5.86
  Wire length per cell    29.4 um
  Residual antenna-violating net count after detailed routing    0
  Number of design rule violations left after detail routing    0
  Overall routed net length    88500 um

Power
  Max VDD drop    0.206 mV
  Total leakage power    10.0 nW
  Power density over cell area    261 mW/mm^2

Floorplan
  Chip Footprint    0.0907 sq mm
  Vertical die dimension    301 um
  Starting Density    30.3%
  Core region area    0.0885 sq mm
  Top Ports    178
  Number of standard-cell rows in the floorplan    109
  Width of the chip    301 um

Hold path
  Min-Delay Path Class    input port to register

Flow run
  Tool warning count    25
  Max_cap viols    0
==> per-layer routing <==
layer  up-vias  routed length [um]
met2      1239               42400
met3       199               14400
met1      8784               28300
met5         -                  78
met4        12                3340
li1       7408                   -
==> through the flow <==
step	util (%)	setup WS [ns]	cell area [sq um]	total power, mW
6_report	35.6	0.713	31500	8.22
2_1_floorplan	-	1.38	26900	4.72
3_3_place_gp	33.9	0.821	30000	5.28
5_1_grt	35.6	0.609	31500	8.47
3_5_place_dp	33.9	0.776	30000	5.29
4_1_cts	35.6	0.748	31500	8.28
==> worst min path at each step <==
| stage | from | end | slack [ns] | cells past startpoint |
|---|---|---|---|---|
| final | wd3[30] | rf[10][30]$_DFFE_PP_ | 1.43 | 1 |
| after global routing | wd3[30] | rf[10][30]$_DFFE_PP_ | 1.49 | 1 |
| after CTS | wd3[30] | rf[10][30]$_DFFE_PP_ | 1.42 | 1 |
==> worst max-delay path, stage by stage <==
cell and delay, ns:
sky130_fd_sc_hd__buf_2 0.24, sky130_fd_sc_hd__buf_4 0.42, sky130_fd_sc_hd__nand2b_2 0.53, sky130_fd_sc_hd__buf_4 0.37, sky130_fd_sc_hd__o22ai_1 0.11, sky130_fd_sc_hd__o21ai_0 0.25, sky130_fd_sc_hd__o22a_1 0.26, sky130_fd_sc_hd__clkdlybuf4s50_1 0.50
==> Yosys cell counts, types with 10 or more instances <==
cell type	count	area, sq um
sky130_fd_sc_hd__nand2_1	35	131
sky130_fd_sc_hd__a211oi_1	11	82.6
sky130_fd_sc_hd__nor2_1	64	240
sky130_fd_sc_hd__o221ai_1	50	438
sky130_fd_sc_hd__o211ai_1	26	195
sky130_fd_sc_hd__edfxtp_1	480	14400
sky130_fd_sc_hd__mux2_2	106	1190
sky130_fd_sc_hd__nor3_1	28	140
sky130_fd_sc_hd__o22ai_1	67	419
sky130_fd_sc_hd__a211o_1	20	175
sky130_fd_sc_hd__buf_2	51	255
sky130_fd_sc_hd__nor2b_1	10	62.6
sky130_fd_sc_hd__a21oi_1	14	70.1
sky130_fd_sc_hd__mux2i_1	132	1320
sky130_fd_sc_hd__mux4_2	257	5790
sky130_fd_sc_hd__a22o_1	18	158
sky130_fd_sc_hd__nand2b_1	20	125
sky130_fd_sc_hd__o21ai_0	84	420
sky130_fd_sc_hd__clkbuf_1	79	297
sky130_fd_sc_hd__buf_4	25	188
sky130_fd_sc_hd__o22a_1	39	342
==> kinds of logic after synthesis <==
logic type | share of synthesized area, %
AND-OR/OR-AND | 9.06
buffers and inverters | 3.01
flip-flops | 53.7
multiplexers | 30.9
AND/OR/NAND/NOR | 3.34
==> power breakdown <==
group,total (mW),switching (mW),internal (mW)
sequential,4.00,0.0416,3.96
combinational,1.21,0.618,0.591
clock,3.00,1.34,1.67
==> layout make-up <==
cell class	instances	area (sq um)	area share, %
Antenna cell	1	2.50	0.00794
Clock buffer	61	1310	4.17
Clock inverter	26	151	0.481
Inverter	6	22.5	0.0715
Multi-Input combinational cell	1027	11800	37.3
Sequential cell	480	14400	45.8
Tap cell	1165	1460	4.63
Timing Repair Buffer	246	2380	7.55
Power figures rest on the tool's default switching activity, not on a simulated workload.
