--- design/flow/design.v ---
module alu (input logic [31:0] a, b,
	input logic carry,
	input logic [3:0] opcode,
	output logic [31:0] c,
	output logic [3:0] flags);
logic [31:0] temp;
always @* begin
case(opcode)
	4'h0: begin
		temp = a & b;	
		flags[0] = 1'b0;
		flags[1] = 1'b0;
	end
	4'h1: begin
		temp = a ^ b;
		flags[0] = 1'b0;
		flags[1] = 1'b0;
	end
	4'h2: begin
		{flags[1],temp} = (a + (~b)) + 1;
		flags[0] = (~a[31] & b[31] & c[31]) | (a[31] & ~b[31] & ~c[31]);
	end
	4'h3: begin
		{flags[1],temp} = ((~a) + b) + 1;
		flags[0] = (a[31] & ~b[31] & c[31]) | (~a[31] & b[31] & ~c[31]);
	end
	4'h4: begin
		{flags[1],temp} = a + b;
		flags[0] = (a[31] & b[31] & ~c[31]) | (~a[31] & ~b[31] & c[31]);
	end
	4'h5: begin
		{flags[1],temp} = a + b + carry;
		flags[0] = (a[31] & b[31] & ~c[31]) | (~a[31] & ~b[31] & c[31]);
	end
	4'h6: begin
		{flags[1],temp} = (a + (~b) + carry);
		flags[0] = (~a[31] & b[31] & c[31]) | (a[31] & ~b[31] & ~c[31]);
	end
	4'h7: begin
		{flags[1], temp} = ((~a) + b + carry);
		flags[0] = (a[31] & ~b[31] & c[31]) | (~a[31] & b[31] & ~c[31]);
	end
	4'h8: begin
		temp = a & b;	
		flags[0] = 1'b0;
		flags[1] = 1'b0;
	end
	4'h9: begin
		temp = a ^ b;	
		flags[0] = 1'b0;
		flags[1] = 1'b0;
	end
	4'hA: begin
		{flags[1],temp} = (a + (~b)) + 1;
		flags[0] = (~a[31] & b[31] & c[31]) | (a[31] & ~b[31] & ~c[31]);
	end
	4'hB: begin
		{flags[1],temp} = a + b;
		flags[0] = (a[31] & b[31] & ~c[31]) | (~a[31] & ~b[31] & c[31]);
	end
	4'hC: begin
		temp = a | b;
		flags[0] = 1'b0;
		flags[1] = 1'b0;
	end
	4'hD: begin  
		temp = b;
		flags[0] = 1'b0;
		flags[1] = 1'b0;
	end	
	4'hE: begin 
		temp = a & (~b);
		flags[0] = 1'b0;
		flags[1] = 1'b0;
	end	
	4'hF: begin  
		 temp = ~b;
		 flags[0] = 1'b0;
	end	
	default
		temp = 32'h00000000;
endcase
if(temp == 0)
	flags[2] = 1'b1;
else
	flags[2] = 1'b0;
flags[3] = temp[31];
end
assign c = temp;
endmodule
--- design/flow/run.sh ---
#!/bin/bash
# OpenROAD 26Q1-2900-gdf79404cd8, Yosys 0.63+post, stock flow scripts
make -C /OpenROAD-flow-scripts/flow DESIGN_CONFIG=/design/flow/config.mk WORK_HOME=/design/flow/orfs finish
--- design/flow/config.mk ---
export PLATFORM = sky130hd
export DESIGN_NAME = alu
export DESIGN_NICKNAME = alu
export VERILOG_FILES = /design/flow/design.v
export SDC_FILE = /design/flow/constraint.sdc
export NUM_CORES = 4
export LEC_CHECK = 1
export CORE_UTILIZATION = 30
--- design/flow/constraint.sdc ---
current_design alu

set clk_period 14.2
set clk_io_pct 0.2

create_clock -name clk0 -period $clk_period

set non_clock_inputs [all_inputs -no_clocks]
set_input_delay [expr $clk_period * $clk_io_pct] -clock clk0 $non_clock_inputs
set_output_delay [expr $clk_period * $clk_io_pct] -clock clk0 [all_outputs]
==> flow_metrics.env <==
# implementation run metrics
export IMPL_synth_distinct_cells=97
export IMPL_fmax_mhz=78.2
export IMPL_setup_viol=0
export IMPL_worst_pin_slew_ns=1.05
export IMPL_warnings=129
export IMPL_arrival_ns=9.95
export IMPL_grt_overflow=0
export IMPL_layout_min_cycle_time_ns=12.79
export IMPL_rsz0062_at_grt="no"
export IMPL_gp_congestion=1.03
export IMPL_synth_warnings=1
export IMPL_seq_area_um2=15.0
export IMPL_worst_ir_drop_vdd_v=0.0000181
export IMPL_vias=17649
export IMPL_fill_cells=4692
export IMPL_via_per_inst=6.46
export IMPL_synth_area_leader_cell="ha_1"
export IMPL_final_layout_size_suffix_gt1_share_pct=6.31
export IMPL_p_int_mw=0.280
export IMPL_core_area_um2=44200
export IMPL_track_usage_pct=31.7
export IMPL_slew_viol_final=0
export IMPL_ys_flops=1
export IMPL_io_pins=105
export IMPL_hold_buffers=0
export IMPL_fin_crit_sh_pct=90.0
export IMPL_worstSetupStartpointType="primary input"
export IMPL_syn_cell_area_um2=13400
export IMPL_ys_area_um2=13400
export IMPL_p_per_area_nw_per_um2=52.3
export IMPL_drt_iter0_drc=2026
export IMPL_path_max_fanout=18
export IMPL_hpwl_um=59900
export IMPL_syn_area_per_cell_um2=6.43
export IMPL_yosysTopAreaCellShare_pct=12.7
export IMPL_first_pass_iters=5
export IMPL_yosys_most_used_dff="dlxtn_1"
export IMPL_grt_max_degree=41
export IMPL_hold_violations=0
export IMPL_wl_per_cell_um=26.5
export IMPL_place_inst=2730
export IMPL_synth_edff_count=0
export IMPL_unclocked_pins=1
export IMPL_cts_setup_buffers=0
export IMPL_hp_class="in -> out"
export IMPL_p_sw_mw=0.517
export IMPL_relSlewSlack_pct=29.5
export IMPL_synth_cells=2089
export IMPL_seq_power_share_pct=0
export IMPL_clock_power_share_pct=0
export IMPL_die_area_um2=45600
export IMPL_syn2layout_area_growth_pct=13.3
export IMPL_antenna_cells=0
export IMPL_ys_cells=2089
export IMPL_top_cells_by_area="ha_1 (13%), xnor2_1 (6.0%), a21oi_1 (5.5%)"
export IMPL_io_buffers=105
export IMPL_drc=0
export IMPL_final_cell_mix="nor2_1 (181), nand2_1 (167), a21oi_1 (148)"
export IMPL_fin_tns_setup_ns=0
export IMPL_end_kind="primary output"
export IMPL_async_flop_share_pct=0
export IMPL_combPwrFrac_pct=100.0
export IMPL_outcome="complete, no violations"
export IMPL_chipWidth_um=214
export IMPL_untimed_endpoints=2
export IMPL_grt_pass1_vias=15959
export IMPL_p_leak_nw=5.67
export IMPL_antenna_found_initial=0
export IMPL_largest_reg_flops=1
export IMPL_fp_utilization_pct=30.4
export IMPL_combGateArea_um2=12600
export IMPL_final_common_cell="nor2_1"
export IMPL_chipHeight_um=214
export IMPL_cts_resized=0
export IMPL_switching_share_pct=64.9
export IMPL_maxCapViolations=0
export IMPL_cp_required_ns=11.36
export IMPL_row_count=77
export IMPL_path_class="in -> out"
export IMPL_stdcell_count=2730
export IMPL_grt_pass1_wl_um=105000
export IMPL_postRouteAntennaNets=0
export IMPL_wl_um=72300
synth_stat cells, drive strengths merged (8+ instances only):
| library cell | instances |
|---|---|
| xnor2 | 93 |
| a211oi | 35 |
| or3 | 28 |
| a32oi | 8 |
| and3 | 23 |
| o22ai | 44 |
| o211ai | 34 |
| o221ai | 18 |
| inv | 106 |
| and4 | 10 |
| o21a | 24 |
| o31ai | 24 |
| xor2 | 30 |
| nor2b | 42 |
| a311oi | 9 |
| nand2 | 169 |
| a22oi | 27 |
| a2111oi | 15 |
| nor4b | 8 |
| a21o | 36 |
| or2 | 27 |
| a221o | 12 |
| nand4 | 34 |
| nand2b | 18 |
| o21ai | 134 |
| nand3 | 65 |
| clkbuf | 87 |
| nor2 | 183 |
| mux2 | 8 |
| a21oi | 149 |
| a31oi | 34 |
| nor3b | 9 |
| nor4 | 61 |
| or4 | 25 |
| buf | 28 |
| o31a | 9 |
| o21bai | 15 |
| nor3 | 86 |
| a221oi | 25 |
| a211o | 8 |
| a31o | 11 |
| and2 | 33 |
| ha | 136 |
final timing paths:
check / startpoint / end / slack, ns / cells past startpoint
worst min-delay path: opcode[1] / c[0] / 6.91 / 4
worst max-delay path: a[2] / flags[2] / 1.41 / 18
per-stage QoR:
stage          hold WS [ns]  utilization [%]  power, mW  setup WS (ns)  instance area, um2
4_1_cts                6.89             34.4      0.768           1.62               15200
2_1_floorplan          5.86                -      0.467           3.87               13400
3_5_place_dp           6.87             34.4      0.765           1.63               15200
3_3_place_gp           6.90             34.4      0.763           1.66               15200
6_report               6.91             34.4      0.797           1.41               15200
5_1_grt                6.96             34.4      0.848           1.14               15200
area by class of cell:
cell class,count,share of cell area (%)
Tap cell,592,4.87
Timing Repair Buffer,164,9.75
Multi-Input combinational cell,1865,82.6
Inverter,108,2.66
Sequential cell,1,0.0986
critical path, stage by stage:
cell and delay, ns:
clkdlybuf4s50_1 0.56, inv_1 0.09, ha_1 0.74, nor3b_1 0.17
o31ai_1 0.67, nand3_1 0.37, xnor2_1 0.29, buf_4 0.21
a211oi_1 0.61, nand2_1 0.32, nor2_1 0.47, xnor2_1 0.18
o221ai_1 0.15, a211o_1 0.35, or4_1 0.50, or4_1 0.62
nor4_2 0.29, clkdlybuf4s50_1 0.50
metal layers:
metal  wire length, um  vias to the layer above  share of wire [%]  global-route usage (%)
met5                 0                        -                  0                       0
met4              2780                        0                3.8                    10.2
met3              6950                      145                9.6                    6.40
met2             29800                      978                 41                    46.0
met1             32700                     8463                 45                    46.6
li1                  -                     8063                  -                       -
logic make-up (layout without fill, tap and decap cells):
group                      count (synthesis)  after routing  synth area share, %
and+or+nand+nor                          840            840                 32.8
AOI/OAI and AO/OA                        750            750                 38.4
buffers and inverters                    223            272                 6.50
adders and majority gates                139            139                 13.1
xor gates and xnor gates                 123            123                 8.07
muxes                                     13             13                 1.04
latches                                    1              1                0.112
power groups by stage:
stage	registers [mW]	logic, mW	clock network (mW)
6_report	0.000160	0.797	0
4_1_cts	0.000161	0.768	0
5_1_grt	0.000162	0.848	0
No activity file was given, so power comes from the tool's default toggle rates.
